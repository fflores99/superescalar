==> design/flow/design.v <==
interface cdb_bus ();
    logic [5:0] tag;
    logic valid;
    logic [31:0] data;
    logic branch;
    logic branch_taken;
    logic jalr;
endinterface
interface queue_cmn_bus();
    logic [31:0] rs1_data;
    logic [5:0] rs1_tag;
    logic rs1_data_valid;
    logic [31:0] rs2_data;
    logic [5:0] rs2_tag;
    logic rs2_data_valid;
    logic [6:0] rd_token;
    logic [2:0] funct3;
endinterface
module circular_buff #(parameter LENGTH = 128, SIZE = 4)
(
    input clk,
    input rst,
    input flush,
    input push,
    input pull,
    input [LENGTH - 1:0] data_write,
    output [LENGTH - 1:0] data_read,
    output reg full,
    output reg empty,
    output reg [$clog2(SIZE) - 1:0] write_ptr, 
    output reg [$clog2(SIZE) - 1:0] read_ptr 
);
reg [LENGTH - 1:0] BUFF_DAT [SIZE];
assign data_read = BUFF_DAT[read_ptr];
always_ff @( posedge clk, posedge rst ) begin : sequential
    if(rst) begin
	    integer i;
        read_ptr <= {$clog2(SIZE){1'b0}};  
        write_ptr <= {$clog2(SIZE){1'b0}};  
        empty <= 1'b1;
        full <= 1'b0;
        for(i=0;i<(SIZE);i=i+1)
		    BUFF_DAT[i] <= {LENGTH{1'b0}};  
    end else begin
        if(flush) begin
	        integer i;
            read_ptr <= {$clog2(SIZE){1'b0}};  
            write_ptr <= {$clog2(SIZE){1'b0}};  
            empty <= 1'b1;
            full <= 1'b0;
            for(i=0;i<(SIZE);i=i+1)
                BUFF_DAT[i] <= {LENGTH{1'b0}};  
        end else begin
            if(pull) begin
                if(!empty) begin
                    read_ptr <= read_ptr + 1'b1;
                    full <= 1'b0;
                    if((read_ptr + 1'b1) == write_ptr)
                        empty <= 1'b1;
                    else
                        empty <= 1'b0;
                end
            end
            if(push) begin
                if(!full) begin
                    BUFF_DAT[write_ptr] <= data_write;
                    write_ptr <= write_ptr + 1'b1;
                    empty <= 1'b0;
                    if((write_ptr + 1'b1) == read_ptr)
                        full <= 1'b1;
                    else
                        full <= 1'b0;
                end
            end
        end
    end
end
endmodule
==> design/flow/run.sh <==
#!/bin/bash
# OpenROAD 26Q1-2900-gdf79404cd8, Yosys 0.63+post, stock flow scripts
make -C /OpenROAD-flow-scripts/flow DESIGN_CONFIG=/design/flow/config.mk WORK_HOME=/design/flow/orfs finish
==> design/flow/config.mk <==
export PLATFORM = sky130hd
export DESIGN_NAME = circular_buff
export DESIGN_NICKNAME = circular_buff
export VERILOG_FILES = /design/flow/design.v
export SDC_FILE = /design/flow/constraint.sdc
export NUM_CORES = 4
export LEC_CHECK = 1
export CORE_UTILIZATION = 50
==> design/flow/constraint.sdc <==
current_design circular_buff

set clk_period 27.8
set clk_io_pct 0.2

create_clock -name clk0 -period $clk_period [get_ports {clk}]

set non_clock_inputs [all_inputs -no_clocks]
set_input_delay [expr $clk_period * $clk_io_pct] -clock clk0 $non_clock_inputs
set_output_delay [expr $clk_period * $clk_io_pct] -clock clk0 [all_outputs]
==> Table 3: Implementation characteristics <==
Characteristics after synthesis and place and route

Parameter                              Value

STA
  Transition time at the pin with the least slew margin    0.8583 ns
  Final Max Tran Viols    0
  Total Neg Setup Slack    0 ns
  Max Clock Skew    0.01306 ns
  Final setup fails    0
  Fmax    roughly 110 MHz
  Fin crit share    0.3373
  Rel. slew slack    0.4278
  Unrepaired setup endpoints after global routing    no
  Period minus WS final    9.378 ns
  Hold violation total from the final report    0

CTS
  Clock buffer depth    3
  Number of H-tree branching levels    2
  Post-CTS clock slew at the launch and capture registers of the worst setup and hold paths    0.06 ns
  Number of setup buffers added after CTS    0
  TritonCTS Buffers    56
  Worst skew pair latency    0.60 ns
  Clock Tree Root    clkbuf_16
  Clk sink count    518
  Post-cts resize count    0
  Post-cts hold-fix buffer tally    0
  CTS tree    yes

Power and ir drop
  Proportion of power drawn by flip-flops and latches    0.446
  Worst voltage drop across the vdd grid    0.05857 mV
  Combinational share of power    0.162
  P_int    ~0.0014 W
  Clock network fraction of total power    0.391
  Net load switching power    0.0004963 W
  PwrDens    62.90 nW/um^2
  Sw Ratio    0.2671
  Static Leak    between 10 and 15 nW

Hold path
  Worst hold endpoint    BUFF_DAT[1][121]
  Type of the most critical hold path    register to register
  Hold_sp    BUFF_DAT[1][121]
  Worst hold path stage count    1

Logic synthesis
  Post-synthesis instance total    2,561
  Area share of the largest cell type after synthesis    0.5195
  Seq cells post-synth    518
  Synth async-reset ratio    1.000
  Number of enable flip-flop cells    0
  Post-synthesis cell area    roughly 25,000 um^2
  Biggest area consumer among synthesized cells    dfrtp_1
  Yosys chip area    24,910 um^2
  Main flop type    dfrtp_1
  Post-synthesis sequential area ratio    0.5205
  Cell total in the yosys stat output    2,561
  Average cell area after synthesis    9.725 um^2
  Number of distinct library cells after synthesis    28
  Largest cells by area    dfrtp_1, nand2_1, a21oi_1
  Synth Warn #    2

Layout
  Area growth from synthesis to layout    18.63%
  Layout cell share with drive strength beyond 1    0.09463
  End-of-flow core utilization    0.6023

Placed design
  I/O Buffers    266
  Weighted congestion at the end of routability-driven global placement    0.8048
  Detail Placement HPWL    37,930 um

Die
  Std-Cell Core Area    49,050 um^2
  Height of the die    between 200 and 250 um
  Chip area    50,710 um^2
  Core Rows    81
  Io pins    around 270
  Die outline width    225.2 um
  Initial core utilization    0.5077

Outcome
  Outcome    complete, no violations

Route
  Initial detailed-routing violation count    1,661
  Count of vias placed by the detailed router    a little under 20,000
  First-pass iteration count of the detailed router    9
  DRC violations left    0
  Routed WL per cell    ~20 um
  Detailed Route WL    ~70,000 um
  Vias per cell    5.686
  Routed Antenna Nets    0

GRT
  Largest net degree at the start of global routing    133
  Antenna violations before repair    8
  Global-route wire length before repair    111,500 um
  All-Layer GR Usage    0.2961
  Vias in the first global route    19,490
  Grt ovf    0

Worst setup path
  Flop-to-flop setup slack    about 25 ns
  CP Launch Type    register
  Depth of the worst register-to-register path    6
  Maximum fanout encountered on the critical timing path    53
  Category of the worst setup path capture point    output port
  Required time of the critical path    22.24 ns
  Worst path arrival time    3.82 ns
  Startpoint of the worst-slack reg-to-reg timing path    write_ptr[1]
  Setup Crit Path Kind    register to output port
  Worst reg2reg endpoint    BUFF_DAT[1][46]

Run
  Max-cap check violation count    0
  Stage-log warning count    roughly 40
[sequential cells by signal, indices dropped and copies added, names as in the netlist]
signal and cells:
BUFF_DAT 512, empty 1, full 1, write_ptr 2
read_ptr 2
[per-layer routing]
metal | wire [um] | global-route usage | vias to the layer above
met2 | 32680 | 0.4409 | 671
met3 | 5737 | 0.07601 | 114
li1 | - | - | 8950
met5 | 56 | 0 | -
met4 | 1677 | 0.06759 | 8
met1 | 29940 | 0.4606 | 9749
[cell families after synthesis]
logic type	Yosys count	synth area share
and+or+nand+nor	912	0.1520
AOI/OAI and AO/OA	517	0.1299
muxes	257	0.1278
adders and majority gates	8	0.004019
xor gates and xnor gates	5	0.001759
DFF	518	0.5205
buffers and inverters	344	0.06395
[power by group through the flow]
stage | clock network (W) | registers [W] | logic (W)
after global routing | 0.000771 | 0.000835 | 0.000330
final | 0.000727 | 0.000830 | 0.000302
after CTS | 0.000742 | 0.000829 | 0.000305
[per-stage QoR]
step | hold WS (ns) | instances | setup slack [ns] | total power [W] | cell area [um^2]
floorplan | 0.4789 | 2561 | 7.772 | 0.001019 | 24910
global placement | 0.4895 | 3318 | 19.07 | 0.001142 | 27750
detailed placement | 0.4925 | 3318 | 19.06 | 0.001146 | 27750
CTS | 0.5108 | 3422 | 18.38 | 0.001876 | 29530
global route | 0.5241 | 3426 | 18.28 | 0.001936 | 29540
finish | 0.5101 | 3428 | 18.42 | 0.001858 | 29550
[final cells by class]
cell class              count  area [um^2]
flip-flops and latches    518        12960
fillers                  4066        19510
clock buffers              95         1739
multi-input cells        1699        10420
repair buffers            304         3028
diodes                      6        15.01
clock inverters             9        45.04
well taps                 664        830.8
inverters                 133        506.7
[placed cells by master (no fill, tap or decap)]
cell type / synthesis / final
nor2b_4: 1 / 1
diode_2: 0 / 6
buf_8: 10 / 1
o21ai_0: 1 / 1
buf_12: 0 / 6
nand3_1: 1 / 1
and3b_4: 0 / 3
a222oi_1: 128 / 128
mux2_4: 120 / 120
clkinv_2: 0 / 9
dfrtp_1: 517 / 517
nand2b_1: 2 / 2
nand3b_1: 3 / 3
clkbuf_1: 62 / 21
clkbuf_16: 0 / 57
mux2i_1: 129 / 129
nor2_1: 4 / 4
clkdlybuf4s50_1: 0 / 265
a21oi_4: 0 / 1
nand2_1: 770 / 770
clkbuf_8: 0 / 17
ha_4: 0 / 4
nor2b_1: 128 / 128
xnor2_1: 3 / 3
inv_1: 133 / 132
xor2_1: 2 / 2
ha_1: 8 / 4
a21oi_1: 386 / 386
inv_8: 0 / 1
mux2_2: 8 / 8
buf_4: 1 / 32
dfstp_2: 1 / 1
a32oi_1: 1 / 1
[worst max path at each step]
| stage | start | endpoint | slack [ns] | cells after the start |
|---|---|---|---|---|
| after CTS | read_ptr[0] | data_read[53] | 18.38 | 6 |
| final | read_ptr[0] | data_read[4] | 18.42 | 6 |
| after global routing | read_ptr[0] | data_read[31] | 18.28 | 6 |
[synthesized netlist by cell type (4+ instances only)]
library cell,instances
a21oi_1,386
a222oi_1,128
buf_1,10
buf_2,124
buf_6,4
buf_8,10
clkbuf_1,62
dfrtp_1,517
ha_1,8
inv_1,133
mux2_2,8
mux2_4,120
mux2i_1,129
nand2_1,770
nor2_1,4
nor2b_1,128
[worst max-delay path, cell delays in order, from the launching register on]
cell,delay (ns)
dfrtp_1,0.47
inv_1,0.23
ha_4,0.71
buf_4,0.75
a222oi_1,0.24
mux2i_1,0.29
clkdlybuf4s50_1,0.52
No activity file was given, so power comes from the tool's default toggle rates.
