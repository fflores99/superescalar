File: ./constraint.sdc
current_design tag_fifo

set clk_period 4.3
set clk_io_pct 0.2

create_clock -name clk0 -period $clk_period [get_ports {clk}]

set non_clock_inputs [all_inputs -no_clocks]
set_input_delay [expr $clk_period * $clk_io_pct] -clock clk0 $non_clock_inputs
set_output_delay [expr $clk_period * $clk_io_pct] -clock clk0 [all_outputs]
File: ./run.sh
#!/bin/bash
# OpenROAD 26Q1-2900-gdf79404cd8, Yosys 0.63+post, stock flow scripts
make -C /OpenROAD-flow-scripts/flow DESIGN_CONFIG=/design/flow/config.mk WORK_HOME=/design/flow/orfs finish
File: ./config.mk
export PLATFORM = sky130hd
export DESIGN_NAME = tag_fifo
export DESIGN_NICKNAME = tag_fifo
export VERILOG_FILES = /design/flow/design.v
export SDC_FILE = /design/flow/constraint.sdc
export NUM_CORES = 4
export LEC_CHECK = 1
export CORE_UTILIZATION = 30
File: ./design.v
interface cdb_bus ();
    logic [5:0] tag;
    logic valid;
    logic [31:0] data;
    logic branch;
    logic branch_taken;
    logic jalr;
endinterface
interface queue_cmn_bus();
    logic [31:0] rs1_data;
    logic [5:0] rs1_tag;
    logic rs1_data_valid;
    logic [31:0] rs2_data;
    logic [5:0] rs2_tag;
    logic rs2_data_valid;
    logic [6:0] rd_token;
    logic [2:0] funct3;
endinterface
module tag_fifo #(parameter SIZE = 64) (
    input clk,
    input rst,
    input [5:0] tag_in,
    input tag_push,
    output [5:0] tag_out,
    input tag_pull,
    output reg fifo_full,
    output reg fifo_empty
);
reg [6:0] write_ptr, read_ptr;
reg [5:0] fifo_data [SIZE];
assign tag_out = fifo_data[read_ptr];
always_ff @( posedge clk, posedge rst ) begin : fifo
    if(rst) begin
        integer i;
        write_ptr <= 7'b1000000;
        read_ptr  <= 7'b0000000;
        fifo_full <= 1'b1;
        fifo_empty <= 1'b0;
        for(i = 0; i < SIZE; i += 1) begin
            fifo_data[i] <= i[6:0];
        end
    end else begin
        if((tag_pull == 1'b1) && (fifo_empty == 1'b0)) begin
            read_ptr <= (read_ptr < (SIZE - 1)) ? read_ptr + 1 : 7'b0000000;
            if((read_ptr + 1'b1) == write_ptr)
                fifo_empty <= 1'b1;
            else
                fifo_empty <= 1'b0;
        end
        if((tag_push == 1'b1) && (fifo_full == 1'b0)) begin
            fifo_data[read_ptr] <= tag_in;
            write_ptr <= (write_ptr < (SIZE - 1)) ?  write_ptr + 1 : 7'b0000000;
            if((write_ptr + 1'b1) == read_ptr)
                fifo_full <= 1'b1;
            else
                fifo_full <= 1'b0;
        end
    end
end
endmodule
==> commit_impl_results.txt <==
Update PnR metrics after Yosys + OpenROAD run

- The floorplan step set the die width to 258 µm.
- The synthesized netlist devotes 0.624% of its cell area to XOR and XNOR gates.
- Global Route met2 Usage: between 30% and 40%
- Antenna violations before repair: 4
- Fraction of registers with async set/reset: 100%
* Multiplexer fraction of the synthesized cell area: 22.6%
- Setup repair after global routing missed its margin: false
* Hold Vio Cnt, Final: 0
* Commonest Layout Cell: sky130_fd_sc_hd__mux2_2
* Power per cell area: 558 nW/µm²
* Yosys warnings: 2
- Per STA, the highest per-stage delay on the worst path measures 0.48 ns.
* Final Setup Violations: 0
* PortBufs: 17
* Required time reported for the critical path endpoint: 3.44 ns
- Sequential cell fraction of total power: a little under two fifths
- Number of global-route vias before repair: roughly 16,000
* Leftover overflow at the end of global routing: 0
* Dominant synthesized flop cell: sky130_fd_sc_hd__dfrtp_1
- The clock period could shrink to between 4 and 5 ns.
* Kind of start point of the critical path: flop
- The design draws 0.0139 W.
- Total Routing Usage GR: 27.1%
- Switching portion of total power: 33.6%
- Summing the areas of all and, or, nand and nor instances in the mapped netlist gives between 10% and 20% of the synthesized area.
- Die boundary height: 258 µm
- Leakage power: 10.6 nW
* First-pass GRT wire length: 123,000 µm
- In the routed design, unresolved DRC markers number 0.
* Last weighted congestion value of the routability-driven placer: 1.08
- Net switching power: 0.00466 W
- Worst Path Max Fanout: 28
- Of the post-synthesis cell area, the dominant cell type holds between 20% and 30%.
* Number of violations reported at the end of detailed-routing iteration 0: 1,520
- After synthesis the cells add up to between 15,000 and 20,000 µm².
* Post-synth EDFFs: 0
- For reference, the final report shows the max-slew violation count at 0.
- Total tool warning count: 31
* Hold-critical path endpoint: fifo_empty
- STA lists the startpoint of the worst hold path as fifo_empty.
* Iteration count of the initial detailed-routing pass: 5
- Per the final layout report, the fraction of cells sized above drive strength 1 comes to 55.9%.
* Number of cells on the worst reg-to-reg path: 6
- Combinational logic is responsible for between 30 and 40% of the overall power.
- Sequential element share of the synthesized area: 52.1%
- CTS HTree Levels: 2
- For met3 alone, demand over resource in global routing was 9.24%.
- Worst R2R Start: read_ptr[4]
- Data arrival time at the worst-slack endpoint: 3.40 ns
- Floorplan core area: approximately 65,000 µm²
- Per the detail_route report, the via count comes to roughly 16,000.
- The min-delay analysis places its worst path in the category flop to flop.
- Setup TNS: 0 ns
* Max Root-Sink Buffers: 3
* Worst-Margin Slew: 1.05 ns
- Across the VDD grid, the largest voltage drop is 0.000277 V.
- Critical-path top delay cell: sky130_fd_sc_hd__nor4_2
* Average detailed-routed wire length per instance: 32.2 µm
- Clock input transition at the sequential cells of the worst setup and hold paths: 0.06 ns
- Routing resource usage on met1 recorded by global route was 38.1%.
* Count of hold-fix buffers inserted at cts: 0
- Final critical-path share of the clock period: 99.0%
- Synth Instances: 1,626
* Cell variety after synth: 71
- Of the total synthesized cell area, the portion taken by full adders, half adders and majority gates is 0.318%.
* Most frequent cells in the layout: sky130_fd_sc_hd__mux2_2, sky130_fd_sc_hd__buf_4, sky130_fd_sc_hd__dfrtp_1
- Final routed wirelength across all metal layers: 86,900 µm
* Die ar.: 66,600 µm²
* Biggest area consumer among synthesized cells: sky130_fd_sc_hd__dfrtp_1
- Dominant kind of combinational cell: multiplexers
- Ratio of routed vias to standard cells: 5.82
* Top post-synthesis cells by area: sky130_fd_sc_hd__dfrtp_1, sky130_fd_sc_hd__dfstp_2, sky130_fd_sc_hd__mux2_2
- STA classifies the critical path endpoint as an output pin.
* Maximum number of pins on one net before global-route repair: around 110
* Syn avg cell area: 12.1 µm²
* Worst skew pair latency: slightly below 0.6 ns
* Cell at the root of the clock tree: sky130_fd_sc_hd__clkbuf_16
* Maximum Capacitance Violations: 0
- Derived from the worst setup path, the maximum achievable clock frequency is 235 MHz.
- Placement Rows: just over 90
- Layout area overhead: 26.7%
- In the setup report, the worst path falls into the class flop to output pin.
* Num Clock Sinks: roughly 400
- Looking at the reg2reg group, the worst path ends at fifo_data[53][1].
- Looking at the power breakdown, the clock network takes 29.5% of the total.
- Per STA, the worst path is made up of buf_12 > buf_6 > and3b_1 > nand3_2 > nand4_1 > nor4_2 > a41oi_4 > dlygate4sd2_1.
- Internal Dissipation: slightly above 0.009 W
- The repair_antennas step left the layout with diodes totalling 0.
- Nets still carrying antenna violations after routing amount to 0.
* HPWL after detailed placement: 61,500 µm
- CTS tree: yes
* Clock buffers created by TritonCTS: ~45
- STA reports a reg2reg setup slack of around 1.1 ns.
* GRT Max-Usage Layer: met2
- Total of flip-flops plus latches after synthesis: 400
- The floorplan report gives the top-level pin count as 18.
- The number of cells on the worst hold path is listed as 1.
- Chip area line of the yosys report: 19,700 µm²
* Fraction of the mapped netlist area in compound gates: 9.61%
* Clock tree skew after final layout: 0.0163 ns
* Core utilization at floorplan: 30.4%
* Outcome: complete, no violations
- The max-slew check reports its worst relative slack as 29.6%.
- For this design, Yosys synthesis ends with a cell count of 1,626.
==> state kept, by name, summed over array words and instances (netlist names) <==
register / cells
fifo_data: 384
fifo_empty: 1
write_ptr: 7
fifo_full: 1
read_ptr: 7
==> cells by family (layout without fill, tap and decap cells) <==
logic type / Yosys count / after routing
simple gates: 421 / 421
mux: 396 / 396
compound gates: 253 / 253
fa+ha+maj: 5 / 5
buf+inv: 137 / 357
flops: 400 / 400
xor+xnor: 14 / 14
==> Yosys cell counts, types with 18 or more instances <==
cell type,n
sky130_fd_sc_hd__mux2_2,389
sky130_fd_sc_hd__dfrtp_1,206
sky130_fd_sc_hd__dfstp_2,194
sky130_fd_sc_hd__nand3_1,78
sky130_fd_sc_hd__clkbuf_1,77
sky130_fd_sc_hd__nand2_1,75
sky130_fd_sc_hd__nor2_1,75
sky130_fd_sc_hd__and3_1,49
sky130_fd_sc_hd__a22oi_1,46
sky130_fd_sc_hd__a32oi_1,44
sky130_fd_sc_hd__o21ai_0,39
sky130_fd_sc_hd__nand4_1,30
sky130_fd_sc_hd__buf_2,23
sky130_fd_sc_hd__nor4_1,18
==> area by class of cell <==
cell class / count / area [µm²]
sequential: 400 / 10300
clock inverter: 14 / 190
tap: 855 / 1070
inverter: 10 / 47.5
clock buffer: 70 / 1400
fill: 6043 / 39700
multi-input combinational: 1089 / 9540
timing repair buffer: 263 / 2390
==> worst max-delay path, delay by kind of cell (launching register included) <==
family,cells,cell delay [ns]
DFF,1,0.47
and+or+nand+nor,4,1.37
buffers and inverters,3,0.75
AOI/OAI and AO/OA,1,0.22
==> metrics by stage <==
step	util, %	cells	hold slack [ns]	setup slack, ns	cell area [µm²]
after CTS	38.5	2700	0.497	0.0491	24900
after detailed placement	34.3	2587	0.479	-0.478	22100
final	38.6	2701	0.496	0.0412	24900
after global placement	34.3	2587	0.475	-0.632	22100
after floorplan	-	1626	0.428	-1.79	19700
after global routing	38.6	2701	0.509	0.00222	24900
==> worst max path at each step <==
stage	cells after the start	to	startpoint	slack [ns]
4_1_cts	12	tag_out[1]	read_ptr[1]	0.05
6_report	8	tag_out[0]	read_ptr[4]	0.04
5_1_grt	12	tag_out[3]	read_ptr[1]	0.002
==> per-layer routing <==
layer  part of all wire [%]  wire length, µm
met1                     41            35600
met2                     43            37500
met3                     10             8960
met4                    5.5             4810
met5                      0                0
==> power by group through the flow <==
stage / clock, W / combinational (W) / sequential (W)
CTS: 0.00417 / 0.00455 / 0.00512
global route: 0.00430 / 0.00484 / 0.00520
finish: 0.00411 / 0.00466 / 0.00513
==> timing repair <==
item,CTS,global route
gates resized,162,12
cloned,4,0
setup buffers,30,1
pin swaps,37,16
setup endpoints to repair,6,6
No activity file was given, so power comes from the tool's default toggle rates.
