==> flow/design.v <==
interface cdb_bus ();
    logic [5:0] tag;
    logic valid;
    logic [31:0] data;
    logic branch;
    logic branch_taken;
    logic jalr;
endinterface
interface queue_cmn_bus();
    logic [31:0] rs1_data;
    logic [5:0] rs1_tag;
    logic rs1_data_valid;
    logic [31:0] rs2_data;
    logic [5:0] rs2_tag;
    logic rs2_data_valid;
    logic [6:0] rd_token;
    logic [2:0] funct3;
endinterface
module reg_stat_table (
    input clk,
    input rst,
    input [5:0] cdb_tag,
    input cdb_valid,
    output [4:0] rf_rd,
    output rf_we,
    input [4:0] rs1,
    output [5:0] rs1_tag,
    output rs1_tag_valid,
    input [4:0] rs2,
    output [5:0] rs2_tag,
    output rs2_tag_valid,
    input [4:0] rd,
    input [5:0] rd_tag,
    input tag_write_en
);
reg [6:0] REGISTER_STATUS [32];
reg [4:0] looked_up_rd;  
reg looked_up_rd_valid;
assign rf_rd = looked_up_rd;
assign rf_we = looked_up_rd_valid;  
assign rs1_tag = REGISTER_STATUS[rs1][5:0];
assign rs1_tag_valid = REGISTER_STATUS[rs1][6];
assign rs2_tag = REGISTER_STATUS[rs2][5:0];
assign rs2_tag_valid = REGISTER_STATUS[rs2][6];
always_comb begin : look_up_rd
    integer i;
    looked_up_rd = 5'b00000;  
    looked_up_rd_valid = 1'b0;
    for(i = 0; i < 32; i+=1)  begin
        if(REGISTER_STATUS[i][5:0] == cdb_tag) begin
            looked_up_rd = i;
            looked_up_rd_valid = REGISTER_STATUS[i][6];
        end
    end 
end
always_ff @( posedge clk, posedge rst ) begin : sequential
    if(rst) begin
        integer i;
        for(i = 0; i < 32; i+=1)
            REGISTER_STATUS[i] <= 7'b0000000;  
    end else begin
        if(tag_write_en) begin
            REGISTER_STATUS[rd] <= {1'b1,rd_tag};  
        end
        if(cdb_valid == 1'b1) begin
            if(!((tag_write_en) && (rd == looked_up_rd)))
                REGISTER_STATUS[looked_up_rd] <= 7'b0000000;       
        end      
    end
end
endmodule
==> flow/run.sh <==
#!/bin/bash
# OpenROAD 26Q1-2900-gdf79404cd8, Yosys 0.63+post, stock flow scripts
make -C /OpenROAD-flow-scripts/flow DESIGN_CONFIG=/design/flow/config.mk WORK_HOME=/design/flow/orfs finish
==> flow/config.mk <==
export PLATFORM = sky130hd
export DESIGN_NAME = reg_stat_table
export DESIGN_NICKNAME = reg_stat_table
export VERILOG_FILES = /design/flow/design.v
export SDC_FILE = /design/flow/constraint.sdc
export NUM_CORES = 4
export LEC_CHECK = 1
export CORE_UTILIZATION = 30
==> flow/constraint.sdc <==
current_design reg_stat_table

set clk_period 13.6
set clk_io_pct 0.2

create_clock -name clk0 -period $clk_period [get_ports {clk}]

set non_clock_inputs [all_inputs -no_clocks]
set_input_delay [expr $clk_period * $clk_io_pct] -clock clk0 $non_clock_inputs
set_output_delay [expr $clk_period * $clk_io_pct] -clock clk0 [all_outputs]
==> CHANGELOG.md <==
## Implementation

- Crit path top cell by count: buf_4
- Most flops, register: REGISTER_STATUS
- Share of layout cells above drive strength 1: 13.21%
- Final GP Congestion: 1.173
- Hold WC Path Type: register to register
- Core area: 51,510 um^2
- Critical path data required time: 10.88 ns
- DRC Markers: 0
- Synthesis warning total: 2
- Num CTS Buffers: 28
- Antenna violations before repair: 5
- H-tree depth: 1
- Ys flops: 224
- Max Cap Viol: 0
- Logic area: 9500 um^2
- Setup WS pre-CTS: 4.151 ns
- Status: finished clean
- Die Ht: 230.6 um
- Pins Over Slew Limit: 0
- Post-CTS Hold Fix Bufs: 0
- Register Area: 5605 um^2
- Worst R2R Setup Slack: 8.97 ns
- CP Class: primary input to output port
- # setup viols final: 0
- Clock slew at reported path FFs: 0.06 ns
- Fillers: 5,197
- Ys flop type: dfrtp_1
- GRT Resource Usage Total: 42.18%
- Top Layout Cells: a21oi_1, dfrtp_1, mux2i_1, nor2_1, buf_4
- Crit path max fanout: 21
- Area grow syn2layout: 17.06%
- Hold_ws: 0.6197 ns
- WP data arrival: 6.87 ns
- Mapped Cells: 1,647
- Chip area: 53,170 um^2
- Worst vdd ir: 0.1120 mV
- Yosys chip area: 15,680 um^2
- Complex-gate fraction of the synthesized area: 23.15%
- Crit path max-delay cell type: nor4_1
- Max Buffers Root-to-Sink: 3
- P per Cell Area: 198.7 nW/um^2
- Cycle use final: 70.54%
- Most frequent logic cell in the layout: a21oi_1
- Fmax: 104.2 MHz
- RSZ-0062 raised after global routing: false
- Worst path max stage delay: 0.70 ns
- Worst Tran Pin Value: 1.260 ns
- Drt first pass iters: 6
- Count of cell types in the netlist: 76
- Seq/Total Area, Yosys: 35.76%
- CP endpoint: rf_rd[0]
- XOR/XNOR Fraction of Synth Area: 10.89%
- Slew HR: 15.23%
- Routed Antenna Nets: 0
- Logic family by area: AND-OR/OR-AND gates
- Final WL: 108,900 um
- Crit path launch: cdb_tag[4]
- Post-route setup slack: 4.007 ns
- Count of library flops with an enable pin: 0
- Vias in the first global route: 15,595
- TritonCTS clock tree: built
- GR Overflow Total: 0
- Utilization after layout: 35.62%
- Clock Latency Late Sink: 0.62 ns
- Setup crit start kind: primary input
- Max reg flops: 224
- WL per Instance: 44.27 um
- DR vias/cell: 6.625
- Setup_tns: 0 ns
- Crit path max-delay family: buffers and inverters
- Largest net degree at the start of global routing: 87
- DR vias: 16,298
- Top Registers: REGISTER_STATUS: 224 flops
- Syn Area/Cell: 9.517 um^2
- CTS Sinks: 224
- CTS Root Cell: clkbuf_16
- Dpl hpwl: 84,270 um
- Reg2reg end: REGISTER_STATUS[5][4]
- PortBufs: 50
- Mux share: 12.32%
- Leak: 7.725 nW
- # IOs: 51
- Buf/Inv on CP: 5
- Postcts setup bufs: 0
- R2R depth: 10
- Adder Area Share: 0%
- CP Capture Type: output port
- R2r startpoint: REGISTER_STATUS[3][5]
- Min Clock Period, post-route: 9.593 ns
- Synth Cell Area: 15,680 um^2
- CP Cell Sequence: buf_2, buf_4, xor2_1, nor4_1, nand3_1, a311o_1, a211oi_2, nor3_1, o31a_1, buf_4, inv_4, clkdlybuf4s50_1
- Cts repair resizes: 0
- First-pass GRT wire length: 145,300 um
- Post-Route Skew: 0.04045 ns
- Std-Cell Rows: 83
- Yosys cell count: 1,647
- Asr flop ratio synth: 100.0%
- Die Span X: 230.6 um
- Final Hold Fails: 0
- DR iter-0 viols: 1,799
- Log Warnings: 25
- FP Util: 30.43%
- Simple-gate share of the synthesized area: 14.12%
- Worst path depth: 12
-- synth_stat cells, types with 5 or more instances --
master    number  area (um^2)
a21oi_1      238         1191
dfrtp_1      224         5605
mux2i_1      193         1932
nor2_1       135        506.7
xor2_1       100        875.8
xnor2_1       93        814.5
a221oi_1      91        797.0
a22o_1        84        735.7
nand2_1       57        214.0
nand4_1       48        300.3
clkbuf_1      39        146.4
a22oi_1       37        277.8
nand3_1       33        165.2
nor3_1        25        125.1
nor4_1        22        137.6
buf_6         19        214.0
buf_2         16        80.08
buf_4         15        112.6
nand2b_1      11        68.82
nor3_2        10        100.1
and3_1         9        56.30
nand3b_1       9        67.56
a21oi_2        8        70.07
nor3_4         8        130.1
o211ai_1       7        52.55
o22a_1         7        61.31
or2_2          7        43.79
or3_1          7        43.79
and2_1         6        37.54
inv_1          6        22.52
nor2b_1        6        37.54
o21ai_0        5        25.02
-- logic make-up (layout without fill, tap and decap cells) --
group	count (synthesis)	count (layout)
AND/OR/NAND/NOR	413	413
AND-OR/OR-AND	525	525
buffers and inverters	98	230
flip-flops	224	224
XOR/XNOR	194	194
other	0	1
multiplexers	193	193
-- worst min path at each step --
stage                             startpoint                endpoint  cells after the start
after CTS             REGISTER_STATUS[20][6]  REGISTER_STATUS[20][6]                      2
after global routing  REGISTER_STATUS[21][6]  REGISTER_STATUS[21][6]                      2
final                 REGISTER_STATUS[21][6]  REGISTER_STATUS[21][6]                      2
-- report_power, final --
| part | total (mW) | internal (mW) | leakage (nW) | switching [mW] |
|---|---|---|---|---|
| combinational | 1.19 | 0.471 | 4.36 | 0.717 |
| sequential | 1.66 | 0.907 | 2.88 | 0.754 |
| clock | 0.797 | 0.459 | 0.477 | 0.337 |
| total | 3.65 | 1.84 | 7.72 | 1.81 |
-- per-layer routing --
metal | up-vias | global-route usage, % | wire (um)
met4 | 8 | 21.85 | 7266
li1 | 6527 | - | -
met1 | 8334 | 57.54 | 44260
met2 | 1153 | 58.95 | 45160
met5 | - | 0 | 50
met3 | 276 | 15.46 | 12170
-- area by class of cell --
type                            instances  area share [%]
Multi-Input combinational cell       1325           51.78
Sequential cell                       224           30.55
Timing Repair Buffer                  172           7.555
Tap cell                              680           4.637
Clock buffer                           34           4.160
Clock inverter                         17           1.111
Inverter                                7          0.1978
Antenna cell                            1         0.01364
-- stage by stage --
step                power [mW]  cells  area [um^2]
finish                   3.646   2460        18350
global placement         2.776   2408        17380
global route             3.734   2459        18350
detailed placement       2.776   2408        17380
floorplan                1.926   1647        15680
CTS                      3.586   2459        18350
-- worst reg2reg max path, delay by kind of cell (launching register included) --
| family | cells | cell delay [ns] |
|---|---|---|
| xor+xnor | 1 | 0.21 |
| simple gates | 3 | 1.09 |
| compound gates | 5 | 1.93 |
| buf+inv | 1 | 0.72 |
| flops | 1 | 0.53 |
Power figures rest on the tool's default switching activity, not on a simulated workload.
